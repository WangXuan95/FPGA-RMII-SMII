==> design/flow/design.v <==
module smii_phy_if #(
    parameter  RX_SYNC_DELAY = 1   
) (
    input  wire       rstn_async,
    output reg        mode_speed,         
    output reg        mode_duplex,        
    output reg        status_link,        
    output reg        mac_mii_crs,
    output wire       mac_mii_rxrst,      
    output reg        mac_mii_rxc,
    output reg        mac_mii_rxdv,
    output wire       mac_mii_rxer,
    output reg  [3:0] mac_mii_rxd,
    output wire       mac_mii_txrst,      
    output wire       mac_mii_txc,
    input  wire       mac_mii_txen,
    input  wire       mac_mii_txer,
    input  wire [3:0] mac_mii_txd,
    input  wire       phy_smii_ref_clk,   
    output reg        phy_smii_sync,
    input  wire       phy_smii_rxd,
    output reg        phy_smii_txd
);
initial {mode_speed, mode_duplex, status_link} = 0;
initial {mac_mii_crs, mac_mii_rxc, mac_mii_rxdv, mac_mii_rxd} = 0;
initial {phy_smii_sync, phy_smii_txd} = 0;
reg [3:0] tx_rst_r = 4'hf;
reg       smii_rxsync_p = 1'b0;
reg       smii_rxsync = 1'b0;
reg       smii_rxd = 1'b0;
reg [6:0] rx_cnt = 4'h0;
reg       rx_crs = 1'b0;
reg       rx_dv = 1'b0;
reg [6:0] rx_data = 7'h0;
reg       rx_data_msb = 1'b0;
reg       rx_dv_r = 1'b0;
reg [7:0] rx_data_r = 8'h0;
reg       mii_txc_r = 1'b0;
wire      mii_txc_negedge;
reg       tx_en_r = 1'b0;
reg       tx_even = 1'b0;
reg       tx_err = 1'b0;
reg [3:0] tx_nibble = 4'h0;
reg [9:0] tx_serial = 10'b1110111000;
reg [4:0] tx_cnt = 4'd1;
reg [4:0] tx_seg_cnt = 4'd1;
reg [9:0] tx_serial_r = 10'h0;
reg       smii_txsync = 1'b0;
reg       smii_txd = 1'b0;
reg       rstn = 1'b0;
reg [7:0] rstn_shift = 0;
always @ (posedge phy_smii_ref_clk or negedge rstn_async)
    if(~rstn_async)
        {rstn, rstn_shift} <= 0;
    else
        {rstn, rstn_shift} <= {rstn_shift, 1'b1};
assign mac_mii_rxrst = ~rstn;
assign mac_mii_txrst = tx_rst_r[0];
always @ (posedge phy_smii_ref_clk or negedge rstn)
    if(~rstn) begin
        tx_rst_r <= 4'hf;
    end else begin
        if(phy_smii_sync) begin
            tx_rst_r <= {1'b0, tx_rst_r[3:1]};
        end
    end
always @ (posedge phy_smii_ref_clk or negedge rstn)
    if(~rstn) begin
        smii_rxsync_p <= 1'b0;
    end else begin
        smii_rxsync_p <= phy_smii_sync;
    end
always @ (posedge phy_smii_ref_clk or negedge rstn)
    if(~rstn) begin
        smii_rxsync <= 1'b0;
        smii_rxd <= 1'b0;
    end else begin
        smii_rxsync <= (RX_SYNC_DELAY==0) ? phy_smii_sync : smii_rxsync_p;
        smii_rxd <= phy_smii_rxd;
    end
always @ (posedge phy_smii_ref_clk or negedge rstn)
    if(~rstn) begin
        rx_cnt <= 7'd0;
        rx_crs <= 1'b0;
        rx_dv <= 1'b0;
        rx_data <= 7'h0;
        rx_data_msb <= 1'b0;
        rx_dv_r <= 1'b0;
        rx_data_r <= 8'h0;
        mode_speed <= 1'b0;
        mode_duplex <= 1'b0;
        status_link <= 1'b0;
        mac_mii_crs <= 1'b0;
    end else begin
        if( rx_cnt == 7'd0 ) begin
            if(smii_rxsync) begin
                rx_cnt <= 7'd1;
                rx_crs <= smii_rxd;
            end
        end else if( rx_cnt == 7'd1 ) begin
            rx_cnt <= 7'd2;
            rx_dv <= smii_rxd;
        end else if( rx_cnt <  7'd9 ) begin
            rx_cnt <= rx_cnt + 7'd1;
            rx_data <= {smii_rxd, rx_data[6:1]};
        end else if( rx_cnt == 7'd9 ) begin
            if( rx_dv ) begin
                rx_cnt <= mode_speed ? 7'd0 : 7'd10;
                if(mode_speed) begin
                    rx_dv_r <= 1'b1;
                    rx_data_r <= {smii_rxd, rx_data};
                end
            end else begin
                rx_cnt <= rx_data[1] ? 7'd0 : 7'd10;
                if(rx_data[1]) begin
                    rx_dv_r <= 1'b0;
                    rx_data_r <= 8'h0;
                end
                mode_speed <= rx_data[1];
                mode_duplex <= rx_data[2];
                status_link <= rx_data[3];
            end
            rx_data_msb <= smii_rxd;
            mac_mii_crs <= rx_crs;
        end else if( rx_cnt < 7'd99 ) begin
            rx_cnt <= rx_cnt + 7'd1;
        end else begin
            rx_cnt <= 7'd0;
            rx_dv_r <= rx_dv;
            rx_data_r <= rx_dv ? {rx_data_msb, rx_data} : 8'h0;
        end
    end
assign mac_mii_rxer = 1'b0;
always @ (posedge phy_smii_ref_clk or negedge rstn)
    if(~rstn) begin
        mac_mii_rxc <= 1'b0;
        mac_mii_rxdv <= 1'b0;
        mac_mii_rxd <= 4'h0;
    end else begin
        if( mode_speed ) begin
            mac_mii_rxc <= (rx_cnt==7'd3) || (rx_cnt==7'd4) || (rx_cnt==7'd8) || (rx_cnt==7'd9);
            if( rx_cnt == 7'd0 ) begin
                mac_mii_rxdv <= rx_dv_r;
                mac_mii_rxd <= rx_data_r[3:0];
            end else if( rx_cnt == 7'd5 ) begin
                mac_mii_rxd <= rx_data_r[7:4];
            end
        end else begin
            mac_mii_rxc <= (rx_cnt>=7'd25 && rx_cnt<=7'd49) || (rx_cnt>=7'd75);
            if( rx_cnt == 7'd0 ) begin
                mac_mii_rxdv <= rx_dv_r;
                mac_mii_rxd <= rx_data_r[3:0];
            end else if( rx_cnt == 7'd50 ) begin
                mac_mii_rxd <= rx_data_r[7:4];
            end
        end
    end
assign mac_mii_txc = mac_mii_rxc;
assign mii_txc_negedge = mii_txc_r & ~mac_mii_txc;
always @ (posedge phy_smii_ref_clk or negedge rstn)
    if(~rstn)
        mii_txc_r <= 1'b0;
    else
        mii_txc_r <= mac_mii_txc;
always @ (posedge phy_smii_ref_clk or negedge rstn)
    if(~rstn) begin
        tx_en_r <= 1'b0;
        tx_even <= 1'b0;
        tx_err <= 1'b0;
        tx_nibble <= 4'h0;
        tx_serial <= 10'b1110111000;
    end else begin
        if(mii_txc_negedge) begin
            tx_en_r <= mac_mii_txen;
            if(tx_even & tx_en_r & mac_mii_txen) begin
                tx_even <= 1'b0;
                tx_serial <= {mac_mii_txd, tx_nibble, 1'b1, tx_err|mac_mii_txer};
            end else begin
                tx_even <= mac_mii_txen | ~tx_even;
                tx_err <= mac_mii_txer;
                tx_nibble <= mac_mii_txd;
                if(tx_even)
                    tx_serial <= 10'b1110111000;
            end
        end
    end
always @ (posedge phy_smii_ref_clk or negedge rstn)
    if(~rstn) begin
        tx_cnt <= 4'd1;
        tx_seg_cnt <= 4'd1;
        tx_serial_r <= 10'd0;
    end else begin
        if(tx_cnt<4'd9) begin
            tx_cnt <= tx_cnt + 4'd1;
        end else begin
            tx_cnt <= 4'd0;
            if( tx_seg_cnt < 4'd9 && ~mode_speed ) begin
                tx_seg_cnt <= tx_seg_cnt + 4'd1;
            end else begin
                tx_seg_cnt <= 4'd0;
                tx_serial_r <= tx_serial;
            end
        end
    end
always @ (posedge phy_smii_ref_clk or negedge rstn)
    if(~rstn) begin
        smii_txsync <= 1'b0;
        smii_txd <= 1'b0;
    end else begin
        smii_txsync <= tx_cnt == 4'd0;
        smii_txd <= tx_serial_r[tx_cnt];
    end
always @ (posedge phy_smii_ref_clk or negedge rstn)
    if(~rstn) begin
        phy_smii_sync <= 1'b0;
        phy_smii_txd <= 1'b0;
    end else begin
        phy_smii_sync <= smii_txsync;
        phy_smii_txd <= smii_txd;
    end
endmodule
==> design/flow/run.sh <==
#!/bin/bash
# OpenROAD 26Q1-2900-gdf79404cd8, Yosys 0.63+post, stock flow scripts
make -C /OpenROAD-flow-scripts/flow DESIGN_CONFIG=/design/flow/config.mk WORK_HOME=/design/flow/orfs finish
==> design/flow/config.mk <==
export PLATFORM = sky130hd
export DESIGN_NAME = smii_phy_if
export DESIGN_NICKNAME = smii_phy_if
export VERILOG_FILES = /design/flow/design.v
export SDC_FILE = /design/flow/constraint.sdc
export NUM_CORES = 4
export LEC_CHECK = 1
export CORE_UTILIZATION = 50
==> design/flow/constraint.sdc <==
current_design smii_phy_if

set clk_period 4.3
set clk_io_pct 0.2

create_clock -name clk0 -period $clk_period [get_ports {phy_smii_ref_clk}]

set non_clock_inputs [all_inputs -no_clocks]
set_input_delay [expr $clk_period * $clk_io_pct] -clock clk0 $non_clock_inputs
set_output_delay [expr $clk_period * $clk_io_pct] -clock clk0 [all_outputs]
==> results.py <==
# Auto-generated metrics
metrics = {
    "timing": {
        "whs_ns": 0.309,
        "max-slew-margin-rel_pct": 44.3,
        "rsz0062_at_grt": "false",
        "min_period_ns": 2.51,
        "tightest_slew_ns": 0.832,
        "finClkSkew_ns": 0.0105,
        "finalMaxSlewViolations": 0,
        "setup_violations": 0,
        "max_clock_freq_mhz": 398,
        "finalCritPeriodShare_pct": 58.4,
        "finalWorstSetupSlack_ns": 1.79,
        "hold_violations": 0,
        "tns_ns": 0,
    },
    "placement": {
        "place_inst": 427,
        "dp_hpwl_um": 4240,
        "dp_slack_ns": 2.06,
        "portBuffers": 23,
        "place.gp.congestion": 0.877,
    },
    "clock_tree": {
        "cts_setup_buffers": 0,
        "cts.repair.resized": 0,
        "cts_root_buf": "clkbuf_8",
        "clk_pin_slew_ns": 0.09,
        "holdBufCountCts": 0,
        "cts_tree": "done",
        "clock_path_buffers": 2,
        "htree_levels": 3,
        "cts_buffers": 9,
        "clk_latency_ns": 0.36,
        "numClockSinks": 94,
    },
    "synthesis": {
        "synth_top_area_share_pct": 50.6,
        "yosys_area_um2": 4050,
        "synth-edff-count": 0,
        "ys_seq_elements": 94,
        "ys_seq_share_pct": 58.4,
        "yosysTopAreaCell": "dfrtp_1",
        "ff_type": "dfrtp_1",
        "synth_area_um2": 4050,
        "yosys_warnings": 1,
        "synthTopCellsByCount": "dfrtp_1 (82), mux2_2 (39), nand2_1 (19), nor2_1 (16)",
        "netlist_instances": 315,
        "most_common_cell": "dfrtp_1",
        "ys_cells": 315,
        "synth.top_cells.by_area": "dfrtp_1 (51%), mux2_2 (11%), dfstp_2 (7.8%)",
        "yosysUniqueCellTypes": 59,
        "async_flop_share_pct": 100,
        "syn_area_per_cell_um2": 12.9,
    },
    "critical_path": {
        "r2r-start": "rx_cnt[1]$_DFFE_PN0P_",
        "cp_max_fo": 40,
        "cp_slowest_cell": "dfrtp_4",
        "rrSetupSlack_ns": 2.02,
        "arrival_ns": 1.65,
        "cp_cell_sequence": "inv_1 -> clkdlybuf4s50_1",
        "r2r_end": "rx_dv_r$_DFFE_PN0P_",
        "crit_path_end_kind": "output port",
        "path_class": "reg -> out",
        "crit_path_start_kind": "register",
        "critPathMaxStageDelay_ns": 0.71,
        "required_ns": 3.44,
        "reg2regPathDepth": 6,
    },
    "die": {
        "dieArea_um2": 8470,
        "rows": 32,
        "io_pins": 25,
        "die_h_um": 92.0,
        "initCoreUtil_pct": 52.2,
        "die_w_um": 92.0,
        "core-area_um2": 7770,
    },
    "detailed_routing": {
        "wire_per_inst_um": 14.8,
        "ant_nets": 0,
        "drtIter0Drc": 143,
        "vias_per_cell": 5.32,
        "drc": 0,
        "num_vias": 2357,
        "antenna-diode-count": 0,
        "drt_pre_antenna_iters": 4,
        "routed_wirelength_um": 6570,
    },
    "global_routing": {
        "grt.met2_usage_pct": 24.5,
        "grt_util_met1_pct": 33.4,
        "grt_pass1_vias": 2342,
        "grt_max_degree": 48,
        "grt.busiest_layer": "met1",
        "antenna_found_initial": 0,
        "grt_pass1_wl_um": 11600,
        "overflow": 0,
        "grtUsageTotal_pct": 18.1,
        "use_met3_pct": 3.21,
    },
    "power": {
        "p_per_area_nw_per_um2": 676,
        "ir_drop_uv": 340,
        "leakage_nw": 2.04,
    },
    "run_status": {
        "status": "finished clean",
    },
    "final_layout": {
        "fin_cells": 443,
        "fillers": 620,
        "syn_to_final_growth_pct": 12.4,
        "drive_above_1_share_pct": 22.9,
    },
    "run": {
        "cap_violations": 0,
        "warnings": 29,
    },
    "worst_hold_path": {
        "hp-class": "reg -> async",
    },
}
==> layout make-up <==
| cell class | count | area, um^2 | area share (%) |
|---|---|---|---|
| Sequential cell | 94 | 2370 | 52.1 |
| Clock buffer | 10 | 128 | 2.80 |
| Timing Repair Buffer | 24 | 238 | 5.22 |
| Clock inverter | 6 | 93.8 | 2.06 |
| Tap cell | 102 | 128 | 2.80 |
| Multi-Input combinational cell | 193 | 1540 | 33.9 |
| Inverter | 14 | 52.6 | 1.15 |
==> worst max path at each step <==
stage / cells after the start / end / from
global route: 2 / mac_mii_rxrst / rstn$_DFF_PN0_
CTS: 2 / mac_mii_rxrst / rstn$_DFF_PN0_
finish: 2 / mac_mii_rxrst / rstn$_DFF_PN0_
==> registers in the layout (all words and copies together) (netlist names), 5 cells and up <==
signal and cells:
tx_serial 10, rstn_shift 8, rx_data_r 8, tx_serial_r 10, tx_cnt 5, tx_seg_cnt 5, rx_data 7, rx_cnt 7
==> logic make-up after synthesis <==
group,count (synthesis),share of synthesized area (%)
flip-flops,94,58.4
other,2,0.185
adder cells (fa/ha/maj),8,2.41
AND-OR/OR-AND,45,8.18
XOR/XNOR,7,1.51
multiplexers,56,15.7
buffers and inverters,29,3.58
AND/OR/NAND/NOR,74,10.0
==> through the flow <==
step | total power, W | utilization (%) | instance area, um^2
after floorplan | 0.00217 | - | 4060
after global placement | 0.00245 | 55.8 | 4330
after detailed placement | 0.00245 | 55.8 | 4330
after CTS | 0.00311 | 58.6 | 4550
after global routing | 0.00331 | 58.6 | 4550
final | 0.00308 | 58.6 | 4550
==> per-layer routing <==
layer	wire length, um	vias to the layer above
met5	0	-
met4	111	0
met2	2740	50
met3	231	11
li1	-	1147
met1	3490	1149
==> report_power, final <==
part           switching [W]  internal [W]  leakage [nW]  total, W
clock network       0.000306      0.000335         0.113  0.000641
logic               0.000401      0.000553         0.779  0.000954
registers           0.000282       0.00120          1.15   0.00148
==> critical path, delay by kind of cell, from the launching register on <==
family,cells,cell delay [ns]
flops,1,0.71
buf+inv,2,0.58
==> cell usage in the layout, fill, tap and decap left out, types with 5 or more instances in the layout <==
cell type	instances
dfstp_2	12
inv_1	14
a21oi_1	5
nand2_1	19
o22a_1	6
mux2_2	39
mux2i_1	14
nor2_1	16
clkdlybuf4s50_1	23
ha_1	7
and2_1	5
dfrtp_1	81
clkbuf_8	9
o21ai_0	11
nand3_1	10
Power figures rest on the tool's default switching activity, not on a simulated workload.

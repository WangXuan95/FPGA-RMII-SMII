==> flow/design.v <==
module rmii_phy_if (
    input  wire       rstn_async,
    input  wire       mode_speed,
    output reg        mac_mii_crs,
    output wire       mac_mii_rxrst,      
    output reg        mac_mii_rxc,
    output reg        mac_mii_rxdv,
    output reg        mac_mii_rxer,
    output reg  [3:0] mac_mii_rxd,
    output wire       mac_mii_txrst,      
    output reg        mac_mii_txc,
    input  wire       mac_mii_txen,
    input  wire       mac_mii_txer,
    input  wire [3:0] mac_mii_txd,
    input  wire       phy_rmii_ref_clk,   
    input  wire       phy_rmii_crsdv,
    input  wire       phy_rmii_rxer,      
    input  wire [1:0] phy_rmii_rxd,
    output reg        phy_rmii_txen,
    output reg  [1:0] phy_rmii_txd
);
initial {mac_mii_crs, mac_mii_rxc, mac_mii_rxdv, mac_mii_rxer, mac_mii_rxd, mac_mii_txc} = 0;
initial {phy_rmii_txen, phy_rmii_txd} = 0;
reg       mode_speed_r = 1'b0;
reg       action = 1'b0;
reg [3:0] cnt_action = 4'h0;
reg       rmii_crsdv_r = 1'b0;
reg       rmii_rxer_r = 1'b0;
reg [1:0] rmii_rxd_r = 2'h0;
reg       rmii_rxer_rr = 1'b0;
reg [1:0] rmii_rxd_rr = 2'h0;
reg       rx_busy = 1'b0;
reg       rx_crs = 1'b0;
reg       rx_ena = 1'b0;
reg       rx_err = 1'b0;
reg [3:0] rx_data = 4'h0;
reg       rx_ena_r = 1'b0;
reg       rx_err_r = 1'b0;
reg [3:0] rx_data_r = 4'h0;
reg       rmii_txen = 1'b0;
reg [1:0] rmii_txd = 2'h0;
reg [1:0] rmii_txd_r = 2'h0;
reg [3:0] tx_rst_r = 4'hf;
reg [3:0] rx_rst_r = 4'hf;
reg       rstn = 1'b0;
reg [7:0] rstn_shift = 0;
always @ (posedge phy_rmii_ref_clk or negedge rstn_async)
    if(~rstn_async) begin
        {rstn, rstn_shift} <= 0;
        mode_speed_r <= 1'b0;
    end else begin
        if(mode_speed_r^mode_speed) begin
            {rstn, rstn_shift} <= 0;
        end else begin
            {rstn, rstn_shift} <= {rstn_shift, 1'b1};
        end
        mode_speed_r <= mode_speed;
    end
always @ (posedge phy_rmii_ref_clk or negedge rstn)
    if(~rstn) begin
        action <= 1'b0;
        cnt_action <= 4'h0;
    end else begin
        action <= (cnt_action==4'h0);
        cnt_action <= (cnt_action<4'h9 && ~mode_speed_r) ? cnt_action+4'h1 : 4'h0;
    end
always @ (posedge phy_rmii_ref_clk or negedge rstn)
    if(~rstn) begin
        rmii_crsdv_r <= 1'b0;
        rmii_rxer_r <= 1'b0;
        rmii_rxd_r <= 2'h0;
    end else begin
        rmii_crsdv_r <= phy_rmii_crsdv;
        rmii_rxer_r <= phy_rmii_rxer;
        rmii_rxd_r <= phy_rmii_rxd;
    end
always @ (posedge phy_rmii_ref_clk or negedge rstn)
    if(~rstn) begin
        rmii_rxer_rr <= 1'b0;
        rmii_rxd_rr <= 2'h0;
    end else begin
        if(action) begin
            rmii_rxer_rr <= rmii_rxer_r;
            rmii_rxd_rr <= rmii_rxd_r;
        end
    end 
always @ (posedge phy_rmii_ref_clk or negedge rstn)
    if(~rstn) begin
        rx_busy <= 1'b0;
        rx_crs <= 1'b0;
        rx_ena <= 1'b0;
        rx_err <= 1'b0;
        rx_data <= 4'h0;
    end else begin
        if(action) begin
            if(rx_busy) begin
                if(rx_ena) begin
                    rx_crs <= rmii_crsdv_r;
                    rx_ena <= 1'b0;
                    rx_err <= 1'b0;
                    rx_data <= 4'h0;
                end else if(rmii_crsdv_r) begin
                    rx_ena <= 1'b1;
                    rx_err <= rmii_rxer_r | rmii_rxer_rr;
                    rx_data <= {rmii_rxd_r, rmii_rxd_rr};
                end else begin
                    rx_busy <= 1'b0;
                    rx_ena <= 1'b0;
                    rx_err <= 1'b0;
                    rx_data <= 4'h0;
                end
            end else begin
                if(rmii_crsdv_r) begin
                    if(rmii_rxd_rr==2'h0 || rmii_rxd_r==2'h0) begin
                        rx_crs <= (rmii_rxd_rr==2'h0);
                        rx_ena <= 1'b0;
                        rx_err <= 1'b0;
                        rx_data <= 4'h0;
                    end else begin
                        rx_busy <= 1'b1;
                        rx_ena <= 1'b1;
                        rx_err <= rmii_rxer_r | rmii_rxer_rr | rmii_rxd_rr==2'b10;
                        rx_data <= {rmii_rxd_r, rmii_rxd_rr};
                    end
                end else begin
                    rx_crs <= 1'b0;
                    rx_ena <= 1'b0;
                    rx_err <= 1'b0;
                    rx_data <= 4'h0;
                end
            end
        end
    end
always @ (posedge phy_rmii_ref_clk or negedge rstn)
    if(~rstn) begin
        mac_mii_crs <= 1'b0;
    end else begin
        if(action) begin
            mac_mii_crs <= rx_crs;
        end
    end
always @ (posedge phy_rmii_ref_clk or negedge rstn)
    if(~rstn) begin
        rx_ena_r <= 1'b0;
        rx_err_r <= 1'b0;
        rx_data_r <= 4'h0;
    end else begin
        if(action) begin
            rx_ena_r <= rx_ena;
            rx_err_r <= rx_err;
            rx_data_r <= rx_data;
        end
    end
assign mac_mii_rxrst = rx_rst_r[0];
always @ (posedge phy_rmii_ref_clk or negedge rstn)
    if(~rstn) begin
        rx_rst_r <= 4'hf;
    end else begin
        if(action) begin
            rx_rst_r <= {1'b0, rx_rst_r[3:1]};
        end
    end
always @ (posedge phy_rmii_ref_clk or negedge rstn)
    if(~rstn) begin
        mac_mii_rxc <= 1'b0;
    end else begin
        if(action) begin
            mac_mii_rxc <= ~mac_mii_rxc;
        end
    end
always @ (posedge phy_rmii_ref_clk or negedge rstn)
    if(~rstn) begin
        mac_mii_rxdv <= 1'b0;
        mac_mii_rxer <= 1'b0;
        mac_mii_rxd  <= 4'h0;
    end else begin
        if(action) begin
            if(mac_mii_rxc) begin
                if(rx_ena) begin
                    mac_mii_rxdv <= 1'b1;
                    mac_mii_rxer <= rx_err;
                    mac_mii_rxd  <= rx_data;
                end else if(rx_ena_r) begin
                    mac_mii_rxdv <= 1'b1;
                    mac_mii_rxer <= rx_err_r;
                    mac_mii_rxd  <= rx_data_r;
                end else begin
                    mac_mii_rxdv <= 1'b0;
                    mac_mii_rxer <= 1'b0;
                    mac_mii_rxd  <= 4'h0;
                end
            end
        end
    end
assign mac_mii_txrst = tx_rst_r[0];
always @ (posedge phy_rmii_ref_clk or negedge rstn)
    if(~rstn) begin
        tx_rst_r <= 4'hf;
    end else begin
        if(action) begin
            tx_rst_r <= {1'b0, tx_rst_r[3:1]};
        end
    end
always @ (posedge phy_rmii_ref_clk or negedge rstn)
    if(~rstn) begin
        mac_mii_txc   <= 1'b0;
    end else begin
        if(action) begin
            mac_mii_txc <= ~mac_mii_txc;
        end
    end
always @ (posedge phy_rmii_ref_clk or negedge rstn)
    if(~rstn) begin
        rmii_txen <= 1'b0;
        {rmii_txd_r,rmii_txd} <= 4'h0;
    end else begin
        if(action) begin
            if(~mac_mii_txc) begin
                rmii_txd <= rmii_txd_r;
            end else if(mac_mii_txen) begin
                rmii_txen <= 1'b1;
                {rmii_txd_r,rmii_txd} <= mac_mii_txer ? 4'b1010 : mac_mii_txd;
            end else begin
                rmii_txen <= 1'b0;
                {rmii_txd_r,rmii_txd} <= 4'h0;
            end
        end
    end
always @ (posedge phy_rmii_ref_clk or negedge rstn)
    if(~rstn) begin
        phy_rmii_txen <= 1'b0;
        phy_rmii_txd <= 2'h0;
    end else begin
        phy_rmii_txen <= rmii_txen;
        phy_rmii_txd <= rmii_txd;
    end
endmodule
==> flow/run.sh <==
#!/bin/bash
# OpenROAD 26Q1-2900-gdf79404cd8, Yosys 0.63+post, stock flow scripts
make -C /OpenROAD-flow-scripts/flow DESIGN_CONFIG=/design/flow/config.mk WORK_HOME=/design/flow/orfs finish
==> flow/config.mk <==
export PLATFORM = sky130hd
export DESIGN_NAME = rmii_phy_if
export DESIGN_NICKNAME = rmii_phy_if
export VERILOG_FILES = /design/flow/design.v
export SDC_FILE = /design/flow/constraint.sdc
export NUM_CORES = 4
export LEC_CHECK = 1
export CORE_UTILIZATION = 30
==> flow/constraint.sdc <==
current_design rmii_phy_if

set clk_period 2.2
set clk_io_pct 0.2

create_clock -name clk0 -period $clk_period [get_ports {phy_rmii_ref_clk}]

set non_clock_inputs [all_inputs -no_clocks]
set_input_delay [expr $clk_period * $clk_io_pct] -clock clk0 $non_clock_inputs
set_output_delay [expr $clk_period * $clk_io_pct] -clock clk0 [all_outputs]
==> flow_metrics.tcl <==
# yosys + openroad results
set metrics [dict create \
    drt-total-wl_mm 3.34 \
    use_met2 0.142 \
    rsz0062_at_grt "false" \
    fp_util 0.316 \
    grt_max_degree 28 \
    setup_viol 0 \
    wl_per_cell_um 11.0 \
    power_leakage_nw 1.24 \
    required_ns 1.76 \
    ctsResizeCount 0 \
    area_growth_pct 27.7 \
    use_met1 0.157 \
    cts-root-buf "clkbuf_8" \
    crit_path_end_kind "primary output" \
    num_vias 1325 \
    critPathTopFamily "flip-flops" \
    cts_hold_buf 0 \
    ant_nets 0 \
    cts_tree "yes" \
    ys_chip_area_mm2 0.00219 \
    cp_max_fo 3 \
    path_buffers 1 \
    pin_count 27 \
    synthFlopType "dfrtp_1" \
    fmax_ghz 0.574 \
    row_count 30 \
    critical_path_class "register to primary output" \
    post_cts_buffers 0 \
    dieWidth_um 87.5 \
    diodes 0 \
    cts.sinks 57 \
    async_flop_share 1.00 \
    crit_slowest_cell "dfstp_2" \
    drc 0 \
    hold_class "register to async pin" \
    ys_ff 57 \
    ir_drop_mv 0.628 \
    place.gp.congestion 0.797 \
    synth-edff-count 0 \
    finalHoldViolations 0 \
    via_per_inst 4.37 \
    dp_hpwl_mm 2.22 \
    grt.overflow.total 0 \
    drt-pass1-iter-count 4 \
    ys_cells 169 \
    clk_latency_ns 0.33 \
    max_stage_delay_ns 0.53 \
    cts_made_buffers 9 \
    antenna_found_initial 0 \
    relSlewSlack 0.627 \
    ys_warn_count 1 \
    critPathLaunchType "register" \
    yosysTopAreaCell "dfrtp_1" \
    powerDensity_mw_per_mm2 1190 \
    postSynthSeqShare 0.653 \
    drt_iter0_drc 51 \
    tightest_slew_ns 0.560 \
    grt_pass1_vias 1272 \
    top_cell_area_share 0.605 \
    layout-drive-gt1-share 0.159 \
    layout_top_cell "dfrtp_1" \
    holdWs_ns 0.265 \
    maxSlewViolCount 0 \
    cts_max_path_buffers 2 \
    fin_crit_sh 0.791 \
    avgSynthCellArea_um2 13.0 \
    status "finished, final reports clean" \
    fill_cells 645 \
    core-area_mm2 0.00694 \
    syn_inst 169 \
    synth_area_mm2 0.00219 \
    die_h_um 87.5 \
    synthDistinctLibCells 34 \
    grt_use_met3 0.0423 \
    busiest_layer "met1" \
    fin_crit_ns 1.74 \
    clkTransAtPathRegs_ns 0.06 \
    skew_ns 0.00840 \
    cap_violations 0 \
    grt_usage 0.102 \
    grt_first_pass_wirelength_mm 5.96 \
    mostFrequentLayoutCells "dfrtp_1 (52), clkdlybuf4s50_1 (26), nor2_1 (13)" \
    io_buffers 26 \
    cp.arrival_ns 1.30 \
    warnings 26 \
    path_cells "clkdlybuf4s50_1" \
    setup_tns_ns 0 \
    area_leaders "dfrtp_1 (60%), dfstp_2 (4.8%), mux2_2 (4.1%)" \
    h-tree-depth 3 \
    die_area_mm2 0.00766 \
]
## synth_stat cells, types with 3 or more instances
cell type and count:
a21oi_1 10, a22o_1 5, a22oi_1 5, a31oi_1 3
and2_1 11, buf_2 5, dfrtp_1 53, dfstp_2 4
inv_1 4, mux2_1 6, mux2_2 8, nand2_1 5
nand2b_1 4, nor2_1 13, nor2b_1 4, nor3_1 3
o21ai_1 3
## report_power, final
part	total (mW)	switching, mW	leakage (nW)	internal [mW]
registers	1.54	0.215	0.736	1.32
logic	0.612	0.202	0.386	0.410
clock network	1.18	0.402	0.120	0.782
## layout make-up
cell class	count	area (µm²)	share of cell area
Clock inverter	5	103	0.0366
Sequential cell	57	1430	0.511
Timing Repair Buffer	29	283	0.101
Tap cell	96	120	0.0429
Multi-Input combinational cell	101	707	0.252
Clock buffer	11	141	0.0505
Inverter	4	15.0	0.00536
## worst reg2reg max path: cells and delay by family, from the launching register on
family / cells / cell delay (ns)
buffers and inverters: 1 / 0.27
AND-OR/OR-AND: 1 / 0.11
AND/OR/NAND/NOR: 2 / 0.44
flip-flops: 1 / 0.57
## registers in the layout, summed over array words and instances (netlist names), 4 cells and up
signal	flops
rx_data_r	4
rx_data	4
cnt_action	4
tx_rst_r	4
rstn_shift	8
mac_mii_rxd	4
## cell families after synthesis
family,share of synthesized area
adder cells (fa/ha/maj),0.0114
XOR/XNOR,0.0120
AND/OR/NAND/NOR,0.111
flip-flops,0.653
multiplexers,0.0719
buffers and inverters,0.0251
AND-OR/OR-AND,0.116
## final timing paths
path / from / to / cells past startpoint / slack, ns
min in group clk0: rmii_txd[1] / phy_rmii_txd[1] / 0 / 0.38
worst max register to register: action / mac_mii_rxer / 4 / 0.74
max in group asynchronous: rstn / rx_data[0] / 1 / 1.25
worst max-delay path: tx_rst_r[0] / mac_mii_rxrst / 1 / 0.46
worst min register to register: rstn / cnt_action[3] / 0 / 0.27
worst min-delay path: rstn / cnt_action[3] / 0 / 0.27
## layer usage
| layer | vias up | wire length [µm] |
|---|---|---|
| met5 | - | 0 |
| met1 | 631 | 1670 |
| li1 | 662 | - |
| met3 | 5 | 182 |
| met4 | 0 | 47 |
| met2 | 27 | 1450 |
## per-stage QoR
step	worst slack (ns)	std cells	instance area, µm²	total power, mW	utilization
after global placement	0.641	287	2560	2.16	0.368
final	0.459	303	2800	3.33	0.403
after global routing	0.403	303	2800	3.54	0.403
after detailed placement	0.600	287	2560	2.17	0.368
after CTS	0.428	303	2800	3.37	0.403
after floorplan	0.742	169	2190	1.87	-
No activity file was given, so power comes from the tool's default toggle rates.
